==> design/flow/design.v <==
module alu
  #(
    parameter                                       NB_DATA                     = 8 ,    
    parameter                                       NB_OPERATION                = 6 ,     
    localparam ADD =        6'b100000,
    localparam SUB =        6'b100010,
    localparam AND =        6'b100100,
    localparam OR  =        6'b100101,
    localparam XOR =        6'b100110,
    localparam SRA =        6'b000011,
    localparam SRL =        6'b000010,
    localparam NOR =        6'b100111
    )
   (
    output reg [NB_DATA-1:0] o_result ,  
    input wire [NB_DATA-1:0] i_data_a,
    input wire [NB_DATA-1:0] i_data_b,
    input wire [NB_OPERATION-1:0] i_op
    ) ;
   integer                   i;
   always @(*)
     begin
        case(i_op)
          ADD:  
            o_result = i_data_a + i_data_b ;
          SUB:  
            o_result = i_data_a - i_data_b ;
          AND:  
            o_result = i_data_a & i_data_b ;
          OR:  
            o_result = i_data_a | i_data_b ;
          XOR:  
            o_result = i_data_a ^ i_data_b ;
          SRA: begin 
             o_result = 'b0;
             for(i = 0; i<2**NB_DATA; i=i+1) begin
                if(i_data_b == i)
                  o_result = $signed(i_data_a) >>> i;
             end
          end
          SRL: begin 
             o_result = 'b0;
             for(i = 0; i<2**NB_DATA; i=i+1) begin
                if(i_data_b == i)
                  o_result = i_data_a >> i;
             end
          end
          NOR:  
            o_result = ~ (i_data_a & i_data_b);
          default: o_result = {NB_DATA{1'b1}};
        endcase
     end
endmodule
module top_level
  #(
    parameter NB_DATA = 4,
    parameter NB_OPERATION = 4
    )
   (
    output [3:0] o_led,
    input [3:0]  i_sw,
    input        i_clk,
    input        i_btnU,
    input        i_btnR,
    input        i_btnC,
    input        i_btnL
    );
   wire [NB_DATA-1:0] i_data;
   wire               i_clock;
   wire               i_reset;
   wire [2:0]         i_valid;
   reg [NB_DATA-1:0]  data_a ;
   reg [NB_DATA-1:0]  data_b ;
   reg [NB_OPERATION-1:0] op ;
   assign i_data = i_sw;
   assign i_valid[0] = i_btnR;
   assign i_valid[1] = i_btnC;
   assign i_valid[2] = i_btnL;
   assign i_clock = i_clk;
   assign i_reset = i_btnU;
   always @(posedge i_clock) begin
      if (i_reset) begin
         data_a <= 'b0 ;
         data_b <= 'b0 ;
         op <= 'b0 ;
      end
      else begin
         case(1'b1)
           i_valid[0]: data_a <= i_data;
           i_valid[1]: data_b <= i_data;
           i_valid[2]: op <= i_data[NB_OPERATION-1:0];
         endcase
      end
   end
    alu#(
         .NB_DATA(NB_DATA),
         .NB_OPERATION(NB_OPERATION)
         )
   u_alu(
         .o_result(o_led),
         .i_data_a(data_a),
         .i_data_b(data_b),
         .i_op(op)
         );
endmodule
==> design/flow/run.sh <==
#!/bin/bash
# OpenROAD 26Q1-2900-gdf79404cd8, Yosys 0.63+post, stock flow scripts
make -C /OpenROAD-flow-scripts/flow DESIGN_CONFIG=/design/flow/config.mk WORK_HOME=/design/flow/orfs finish
==> design/flow/config.mk <==
export PLATFORM = sky130hd
export DESIGN_NAME = top_level
export DESIGN_NICKNAME = top_level
export VERILOG_FILES = /design/flow/design.v
export SDC_FILE = /design/flow/constraint.sdc
export NUM_CORES = 4
export LEC_CHECK = 1
export CORE_AREA = 10 10 75 75
export DIE_AREA = 0 0 85 85
==> design/flow/constraint.sdc <==
current_design top_level

set clk_period 2.8
set clk_io_pct 0.2

create_clock -name clk0 -period $clk_period [get_ports {i_clk}]

set non_clock_inputs [all_inputs -no_clocks]
set_input_delay [expr $clk_period * $clk_io_pct] -clock clk0 $non_clock_inputs
set_output_delay [expr $clk_period * $clk_io_pct] -clock clk0 [all_outputs]
==> reports/qor.yml <==
setup_path:
  startpoint_type: "flip-flop"
  regToRegSetupSlack_ns: 2.09
  crit_chain: "mux4_2 -> nand2_1 -> o211ai_1 -> clkdlybuf4s50_1"
  required_ns: 2.24
  cp_top_family: "multiplexers"
  cp_slowest_cell: "mux4_2"
  r2r-end: "data_b[0]$_SDFFE_PP0P_"
  max_stage_delay_ns: 0.53
  reg2reg_depth: 2
  critPathMaxFanout: 7
  crit_buf_inv: 1
  worstSetupEndpointType: "output pin"
  rr_startpoint: "data_b[0]$_SDFFE_PP0P_"
  path_class: "reg -> out"
  cp.arrival_ns: 1.78
min_path:
  min_to: "op[1]$_SDFFE_PP0P_"
  hp-start: "op[1]$_SDFFE_PP0P_"
  hold_path.class: "reg -> reg"
  hold_path_depth: 2
detailed_routing:
  dr.pass1.iters: 4
  drt_iter0_markers: 58
  vias_per_cell: 3.92
  wire_per_inst_um: 11.7
  antenna-diode-count: 0
  drc: 0
  totalWireLength_um: 1410
  ant_nets: 0
  vias: 474
yosys:
  yosys_register_bits: 12
  synth_area_um2: 594
  ys.warnings.count: 2
  ys_types: 19
  netlist_instances: 60
  syn_area_per_cell_um2: 9.91
  yosys-stat-cells: 60
  ys_seq_frac: 0.404
  yosysChipArea_um2: 594
clock_tree:
  max-clock-path-buffers: 2
  cts_root_buf: "clkbuf_8"
  cts_resized: 0
  clkTransAtPathRegs_ns: 0.05
  clk_latency_ns: 0.23
  cts_setup_buffers: 0
  cts_buffers: 3
  clock_sinks: 12
  cts_tree: "done"
  cts_max_level: 1
  ctsHoldBuffers: 0
power_and_ir_drop:
  seq_power_share: 0.484
  vdd_drop_max_uv: 217
  p_leak_nw: 0.275
  finalPower_mw: 0.390
  p_int_mw: 0.303
  p_per_area_nw_per_um2: 496
  swShare: 0.223
  netSwitchingPower_mw: 0.0871
  clockPowerShare: 0.384
  power_frac_comb: 0.132
timing:
  finalSetupTns_ns: 0
  fmax_mhz: 427
  hold_ws_ns: 0.498
  grt_setup_unrepaired: "no"
  setup_violations: 0
  hold_viol_final: 0
  period_used_share: 0.836
  worstMarginPinSlew_ns: 0.521
  finalClockSkew_ns: 0
  relSlewSlack: 0.652
  slew_viol_final: 0
  period_needed_ns: 2.34
floorplan:
  io_pins: 13
  die_y_um: 85
  rows: 23
  die_w_um: 85
  dieArea_um2: 7230
  fp-utilization: 0.146
  core-area_um2: 4060
global_routing:
  grt_usage: 0.0399
  grt_pass1_vias: 472
  grt_overflow: 0
  grt_pass1_wl_um: 2420
  grt_max_degree: 13
  antenna_found_initial: 0
run:
  drv_cap: 0
  tool_warnings: 25
finish:
  syn_to_final_growth_pct: 32.4
  lay_top_cells: "13 x mux2i_1, 13 x nor2_1, 12 x dfxtp_1, 12 x clkdlybuf4s50_1"
  fill_cells: 442
  fin_util: 0.194
  drive_gt1_frac: 0.0845
placement:
  port_buffers: 12
  place_congestion: 0.799
run_status:
  status: "finished, final reports clean"
==> metal layers <==
layer | global-route usage | wire length [µm] | vias up | part of all wire
li1 | - | - | 237 | -
met1 | 0.0561 | 735 | 222 | 0.52
met2 | 0.0559 | 573 | 15 | 0.41
met3 | 0.0202 | 101 | 0 | 0.072
met4 | 0.00150 | 0 | 0 | 0
met5 | 0 | 0 | - | 0
==> power groups by stage <==
stage	clock network, mW	registers, mW	logic (mW)
after CTS	0.154	0.189	0.0522
final	0.150	0.189	0.0517
after global routing	0.166	0.190	0.0577
==> sequential cells by signal, indices dropped and copies added, names as in the netlist <==
signal and cells:
data_b 4, data_a 4, op 4
==> logic make-up after synthesis <==
logic type / Yosys count / share of synthesized area
AND/OR/NAND/NOR: 23 / 0.202
multiplexers: 14 / 0.257
flip-flops: 12 / 0.404
AND-OR/OR-AND: 7 / 0.0842
buffers and inverters: 4 / 0.0526
==> tightest hold or removal path, stage by stage (launching register included) <==
cell	delay [ns]
dfxtp_1	0.32
mux2i_1	0.07
nor2_1	0.08
==> metrics by stage <==
step           worst slack (ns)  std cells  instance area [µm²]
2_1_floorplan              1.22         60                  594
5_1_grt                   0.350        121                  787
4_1_cts                   0.446        121                  787
6_report                  0.459        121                  787
3_5_place_dp              0.688        118                  746
3_3_place_gp              0.685        118                  746
==> cells in the mapped netlist <==
library cell | n | share of area
a311o_1 | 1 | 0.017
o211ai_1 | 2 | 0.025
nand2_1 | 3 | 0.019
mux4_2 | 1 | 0.038
nor4_1 | 2 | 0.021
buf_6 | 2 | 0.038
a21boi_1 | 1 | 0.013
mux2i_1 | 13 | 0.22
nor2_1 | 13 | 0.082
clkbuf_1 | 1 | 0.0063
o21ai_0 | 2 | 0.017
nand3_1 | 1 | 0.0084
nor2b_1 | 1 | 0.011
a211oi_1 | 1 | 0.013
nor3b_4 | 1 | 0.032
dfxtp_1 | 12 | 0.40
nor3b_2 | 1 | 0.021
nor3_1 | 1 | 0.0084
buf_2 | 1 | 0.0084
==> area by class of cell <==
class / instances / area (µm²) / area share
clock buffer: 3 / 41.3 / 0.0525
multi-input combinational: 44 / 323 / 0.410
sequential: 12 / 240 / 0.305
tap: 50 / 62.6 / 0.0795
timing repair buffer: 12 / 120 / 0.153
==> how the worst max path moves through the flow <==
stage | slack [ns] | to | depth (start not counted) | start
after CTS | 0.45 | o_led[0] | 4 | data_b[0]$_SDFFE_PP0P_
after global routing | 0.35 | o_led[0] | 4 | data_b[0]$_SDFFE_PP0P_
final | 0.46 | o_led[0] | 4 | data_b[0]$_SDFFE_PP0P_
Power and IR drop assume default switching activity.
