<file path="run.sh">
#!/bin/bash
# OpenROAD 26Q1-2900-gdf79404cd8, Yosys 0.63+post, stock flow scripts
make -C /OpenROAD-flow-scripts/flow DESIGN_CONFIG=/design/flow/config.mk WORK_HOME=/design/flow/orfs finish
</file>
<file path="config.mk">
export PLATFORM = sky130hd
export DESIGN_NAME = bip_uart_interface
export DESIGN_NICKNAME = bip_uart_interface
export VERILOG_FILES = /design/flow/design.v
export SDC_FILE = /design/flow/constraint.sdc
export NUM_CORES = 4
export LEC_CHECK = 1
export CORE_UTILIZATION = 30
</file>
<file path="constraint.sdc">
current_design bip_uart_interface

set clk_period 22.7
set clk_io_pct 0.2

create_clock -name clk0 -period $clk_period [get_ports {i_clock}]

set non_clock_inputs [all_inputs -no_clocks]
set_input_delay [expr $clk_period * $clk_io_pct] -clock clk0 $non_clock_inputs
set_output_delay [expr $clk_period * $clk_io_pct] -clock clk0 [all_outputs]
</file>
<file path="design.v">
module bip_uart_interface
	#(
		parameter                                   NB_DATA = 16,
		parameter                                   NB_DATATX = 16,
		parameter                                   N_ADDR = 16, 
		parameter                                   LOG2_N_INSMEM_ADDR = 11,
		parameter                                   N_WORD_BUFFER = 30,
        parameter                                   NB_TIMER = 4
		)
	 (
		output [NB_DATA-1:0]                        o_data,
		output                                      o_tx_start,
		output                                      o_valid,
		input                                       i_tx_done,
		input [NB_DATA-1:0]                         i_acc, 
		input [NB_DATA-1:0]                         i_instruction,
		input [LOG2_N_INSMEM_ADDR-1:0]              i_nclock,
		input                                       i_clock, 
		input 										i_reset
		);
	localparam 								  		MAX_INSTR = 10;
    reg             [NB_DATA-1:0]               	acc_bank [N_ADDR-1:0] ;
    reg             [NB_DATA-1:0]               	ins_bank [N_ADDR-1:0] ;
    reg             [NB_DATA-1:0]               	ncl_bank [N_ADDR-1:0] ;
    reg             [NB_DATA-1:0]                 	data ;   
    reg 			[NB_TIMER-1:0]		timer_wr ;
    reg 			[NB_TIMER+2-1:0]		timer_rd ;
    reg 			[NB_TIMER-1:0] 		addr_rd ;
    reg                                             timeout_wr ;
    reg 											timeout_rd ;
    reg 											tx_done_d ;
    wire 			[2-1:0]							seleccion ;
    wire 											tx_done_pos ;
    always @(posedge i_clock) begin
    	if (i_reset)
    		tx_done_d <= 1'b0;
    	else
    		tx_done_d <= i_tx_done ;
    end
    assign tx_done_pos = i_tx_done & ~tx_done_d; 
    always @(posedge i_clock)begin
    	if (i_reset) begin
    		timer_wr <= {NB_TIMER{1'b0}};
    		timeout_wr <= 1'b0;
    	end
    	else if(!timeout_wr) begin
    		timer_wr <= timer_wr + 1'b1;
    		timeout_wr <= (timer_wr >= MAX_INSTR-1);
    	end
    end
    always @(posedge i_clock)begin
    	if (i_reset) begin
    		timer_rd <= {NB_TIMER{1'b0}};
    		timeout_rd <= 1'b0;
    	end
    	else if (timeout_wr && !timeout_rd && tx_done_pos) begin
    		timer_rd <= timer_rd + 1'b1 ;
    		timeout_rd <= (timer_rd >= (3*MAX_INSTR)-1) ;
    	end
    end
    always @(posedge i_clock)begin
    	if (i_reset) begin
    		addr_rd <= {NB_TIMER{1'b0}};
    	end
    	else if (tx_done_pos && ((timer_rd + 1) % 3 == 0)) begin
    		addr_rd <= addr_rd + 1'b1 ;
    	end
    end
    assign seleccion = (timer_rd == 0)? 1'b0 : (timer_rd % 3);
	assign o_valid = 1'b1;
    always @ (negedge i_clock)
    begin
        if (i_reset)
            data <= {NB_DATA{1'b0}};
        else if (!timeout_wr) begin
            acc_bank[timer_wr] <= i_acc ;
            ins_bank[timer_wr] <= i_instruction ;
            ncl_bank[timer_wr] <= i_nclock ;
        end
        else if (tx_done_pos && !timeout_rd) begin
            case (seleccion)
            	2'b00: data <= ncl_bank[addr_rd] ;
            	2'b01: data <= ins_bank[addr_rd] ;
            	2'b10: data <= acc_bank[addr_rd] ;
            	default: data <= data ;
            endcase
        end
    end
    assign o_data = data ;
    assign o_tx_start = timeout_wr && !timeout_rd ;
endmodule
</file>
==> changes_impl.md <==
### Implementation results

- Worst Setup Start Kind: input port
- Antenna diode instance count: 0
- Kind of critical path: in2reg
- Boundary pin count: 64
- Worst hold endpoint: timeout_rd
- Final Hold Violating Endpoints: 0
- Largest incremental delay on the critical path: 0.60 ns
- Post-detailed-route count of antenna-violating nets: 0
- Total number of placement rows: 112
- Sum of internal, switching and leakage power: 3.25 mW
- Worst Hold Launch: timeout_rd
- Number of flops mapped to enable cells by yosys: 688
- Sequential share of the synthesized area: 74.9%
- Logic family by area: multiplexers
- Clock Power Share: 52.0%
- Most frequent logic cells in the routed design: sky130_fd_sc_hd__inv_1, sky130_fd_sc_hd__edfxtp_1, sky130_fd_sc_hd__mux4_2, sky130_fd_sc_hd__clkbuf_16, sky130_fd_sc_hd__nor2_1
- Die Area: 96200 um^2
- Largest area contributor in the netlist: sky130_fd_sc_hd__edfxtp_1
- Syn. warnings: 1
- Die width: 310 um
- Worst path cell trace: clkdlybuf4s50_1 -> buf_4 -> nor2_1 -> nand2_1 -> nor2_4 -> buf_4
- Critical Path Most Common Cell: sky130_fd_sc_hd__buf_4
- Max-cap check violation count: 0
- Routability congestion estimate from global placement: 0.829
- MUX area fraction: 17.3%
- Total cells reported by yosys after synthesis: 1335
- Slowest cell on the critical path: sky130_fd_sc_hd__nor2_4
- Crit Reg-Reg Startpoint: timer_rd[5]
- Cell count after synthesis: 1335
- Combinational gate area: 6910 um^2
- Total Neg Setup Slack: 0 ns
- Drt pass-1 iters: 5
- Utilization of the core after routing: 38.5%
- Library cells used by synthesis: 69
- Half-perimeter wire length after detailed placement: 36200 um
- Slew Limit Headroom: 42.4%
- Starting utilization of the core area: 30.4%
- Total global routing track utilization: 14.6%
- Register share of total power: 46.0%
- Final-layout fill cell count: 8352
- Detailed-route via count: 15.6k
- Area added between synthesis and finish: 26.4%
- Post-synthesis sequential element count: 721
- Dominant logic cell type in the layout: sky130_fd_sc_hd__inv_1
- Clock transition at path regs: 0.07 ns
- Avg Cell Area, Syn: 21.3 um^2
- Via-to-Cell Ratio: 4.51
- Smallest hold slack: 0.484 ns
- Adder share: 0.879%
- Fraction of final layout cells sized beyond drive strength 1: 18.2%
- Most used flip-flop cell: sky130_fd_sc_hd__edfxtp_1
- Simple-Gate Area Share: 2.59%
- Worst reg2reg endpoint: data[1]
- Global-route wire length before repair: 96900 um
- DRC violations left: 0
- Outcome: finished clean
- Overflow left after global routing: 0
- XOR/XNOR Fraction of Synth Area: 0.431%
- Required time at the worst-slack endpoint: 11.61 ns
- Antenna violations before repair: 5
- CTS Root Cell: sky130_fd_sc_hd__clkbuf_16
- Internal power consumption: 2.40 mW
- Number of setup buffers added after CTS: 0
- Worst VDD drop: 0.0571 mV
- H-tree depth reported by CTS: 3
- Crit path capture type: flop
- RSZ-0062 raised after global routing: false
- Sequential cell area: 21300 um^2
- Worst r2r path cells: 23
- Share of power burned in combinational logic: 2.1%
- Number of buffers added by the clock tree synthesis step: 78
- Maximum buffer depth of the clock tree: 3
- Largest type area fraction: 72.6%
- Cells on Worst Hold Path: 2
- Sw power: 0.849 mW
- Crit-path max FO: 38
- Port Buffers: 62
- Share of flip-flops with an asynchronous set or reset after synthesis: 0%
- Pin slew with the least headroom to its limit: 0.864 ns
- Slack of the worst reg-to-reg path: 5.72 ns
- Max Slew Vio Count: 0
- Area of the placeable core: 93600 um^2
- OpenROAD warning count: 739
- Number of instances resized during post-cts repair: 0
- Vias in the first global route: 18.2k
- LEAKAGE: 13.8 nW
- Largest net degree at the start of global routing: 59
- Post-Synth AOI/OAI Area: 2.65%
- Ranking of synthesized cells by area: sky130_fd_sc_hd__edfxtp_1, sky130_fd_sc_hd__mux4_2, sky130_fd_sc_hd__dfxtp_1
- P per Cell Area: 90.3 nW/um^2
- TritonCTS clock tree: yes
- Arrival time of data at the critical path endpoint: 7.00 ns
- Clock sink total: 721
- Iteration-0 DRC count of the detailed router: 947
- Net Sw Frac: 26.1%
- Yosys Chip Area: 28500 um^2
- Drt total wl: 63400 um
- Worst hold path class: reg2reg
- Die Span Y: 310 um
- Number of setup violations in the final report: 0
- Clk_skew: 0.0373 ns
- Worst-Skew Late Latency: 0.66 ns
- Routed len/inst: 18.3 um
- Cell area after synthesis: 28500 um^2
- Hold bufs inserted after CTS: 0
synth_stat cells, types with 2 or more instances:
cell                       count
sky130_fd_sc_hd__o21ai_1       4
sky130_fd_sc_hd__xnor2_1       8
sky130_fd_sc_hd__and2_1        3
sky130_fd_sc_hd__a22oi_1      17
sky130_fd_sc_hd__clkbuf_1     42
sky130_fd_sc_hd__a21o_1        3
sky130_fd_sc_hd__nor2_1       75
sky130_fd_sc_hd__xor2_1        6
sky130_fd_sc_hd__or2_2         2
sky130_fd_sc_hd__a21oi_1      39
sky130_fd_sc_hd__buf_1        22
sky130_fd_sc_hd__a211oi_1      4
sky130_fd_sc_hd__o31ai_1       5
sky130_fd_sc_hd__a21boi_0      2
sky130_fd_sc_hd__mux4_2      215
sky130_fd_sc_hd__inv_1        16
sky130_fd_sc_hd__o211ai_1      4
sky130_fd_sc_hd__nor3_1       12
sky130_fd_sc_hd__edfxtp_1    688
sky130_fd_sc_hd__o21a_1        2
sky130_fd_sc_hd__buf_4         4
sky130_fd_sc_hd__dfxtp_1      33
sky130_fd_sc_hd__buf_2         5
sky130_fd_sc_hd__and3_1        2
sky130_fd_sc_hd__nand3_1       9
sky130_fd_sc_hd__nand2b_1      7
sky130_fd_sc_hd__o21ai_0       3
sky130_fd_sc_hd__mux2_1        2
sky130_fd_sc_hd__a22o_1        5
sky130_fd_sc_hd__nand2_1      26
sky130_fd_sc_hd__mux2i_1       5
sky130_fd_sc_hd__ha_1         20
sky130_fd_sc_hd__nor2b_1       8
sky130_fd_sc_hd__a31oi_1       2
metal layers:
metal	up-vias	global-route usage [%]	wire length (um)
li1	7207	-	-
met1	7444	15.9	22600
met2	853	20.5	30300
met3	79	12.8	9710
met4	6	5.21	801
met5	-	0	30
per-stage QoR:
stage	std cells	setup WS [ns]	instance area [um^2]
6_report	3460	4.60	36000
5_1_grt	3460	4.40	36000
4_1_cts	3460	4.62	36000
3_5_place_dp	2618	3.96	30800
3_3_place_gp	2618	4.05	30800
2_1_floorplan	1335	2.87	28500
logic make-up (layout without fill, tap and decap cells):
family / Yosys count / count (layout)
xor+xnor: 14 / 14
compound gates: 108 / 108
fa+ha+maj: 20 / 20
flops: 721 / 721
mux: 223 / 223
buf+inv: 90 / 961
simple gates: 158 / 158
other cells: 1 / 1
registers in the layout, indices dropped and copies added (netlist names):
| name | cells |
|---|---|
| timeout_wr | 1 |
| timer_rd | 6 |
| tx_done_d | 1 |
| acc_bank | 256 |
| addr_rd | 4 |
| ins_bank | 256 |
| timer_wr | 4 |
| timeout_rd | 1 |
| ncl_bank | 176 |
| data | 16 |
final cells by class:
cell class	count	share of cell area [%]
Sequential cell	721	59.3
Clock inverter	762	8.88
Multi-Input combinational cell	524	19.2
Tap cell	1254	4.36
Inverter	16	0.167
Clock buffer	81	5.54
Timing Repair Buffer	102	2.59
critical path: cells and delay by family:
family                 cells  cell delay (ns)
buffers and inverters      3             1.25
and+or+nand+nor            3             1.17
power by group through the flow:
stage	logic [mW]	registers (mW)	clock network, mW
after CTS	0.0689	1.50	1.75
after global routing	0.0740	1.49	1.90
final	0.0674	1.50	1.69
how the worst max path moves through the flow:
stage,to,startpoint,cells after the start,slack (ns)
after CTS,ins_bank[7][10],i_reset,6,4.62
final,ins_bank[7][10],i_reset,6,4.60
after global routing,ins_bank[7][10],i_reset,6,4.40
Power and IR drop assume default switching activity.
